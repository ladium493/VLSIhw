==> /design/flow/design.v <==
`timescale 1ns / 1ps
module fir_1(
    input clk,
    input reset_p,
    input [15:0]x,
    input act,
    output [15:0]y,
    output ready
    );
    parameter L1 = 3'b000, L2 = 3'b001, L3 = 3'b010, Endloop = 3'b011, L4 = 3'b100;
    reg [2:0]state;
    reg [4:0]i;
    reg [31:0]acc;
    reg [15:0]shift_reg[0:10];
    reg [15:0]y;
    reg ready;
    integer j;
    always@( posedge clk or posedge reset_p)begin
        if( reset_p == 1'b1)
        begin
            state <= 3'b0;
            i <= 5'b0;
            acc <= 32'b0;            
            y <= 16'b0;
            ready <= 1'b1;
            for(j = 0; j < 11; j = j + 1) begin
                shift_reg[j] <= 16'b0;
            end
        end 
        else 
        begin
            case( state)
            L1: begin
                if( act == 1'b1)begin
                    state <= L2;
                    ready <= 1'b0;
                end else begin
                    ready <= 1'b1;
                end
                acc <= 32'b0;
                i   <= 5'd10;
            end
            L2: begin
                if( i == 5'b11111)begin  
                    state <= L4;
                end else begin
                    state <= L3;
                end
            end
            L3: begin
                begin
                    case( i)
                        5'd5:  acc <= acc + (shift_reg[ 5] * 16'b0010101110000110); 
                        5'd10: acc <= acc + ((shift_reg[10]+x) * 16'b1111111101111000); 
                        5'd9:  acc <= acc + ((shift_reg[9]+shift_reg[1]) * 16'b1111111001110011); 
                        5'd8:  acc <= acc + ((shift_reg[8]+shift_reg[2]) * 16'b1111111110101001); 
                        5'd7:  acc <= acc + ((shift_reg[7]+shift_reg[3]) * 16'b0000101110111100); 
                        5'd6:  acc <= acc + ((shift_reg[6]+shift_reg[4]) * 16'b0010000010010010); 
                        default: acc <= acc;
                    endcase
                    case( i)
                    5'd10: shift_reg[10] <= shift_reg[9];
                    5'd9:  shift_reg[ 9] <= shift_reg[8];
                    5'd8:  shift_reg[ 8] <= shift_reg[7];
                    5'd7:  shift_reg[ 7] <= shift_reg[6];
                    5'd6:  shift_reg[ 6] <= shift_reg[5];
                    5'd5:  shift_reg[ 5] <= shift_reg[4];
                    5'd4:  shift_reg[ 4] <= shift_reg[3];
                    5'd3:  shift_reg[ 3] <= shift_reg[2];
                    5'd2:  shift_reg[ 2] <= shift_reg[1];
                    5'd1:  shift_reg[ 1] <= shift_reg[0];
                    5'd0:  shift_reg[0] <= x;
                    default:shift_reg[0] <= 16'b0;
                    endcase
                end
                state <= Endloop;
            end
            Endloop: begin
                i <= i - 1;
                state <= L2;
            end
            L4: begin
                state <= L1;
                y <= acc[31:16];
            end
            default: begin
                state <= 3'b000;
            end
            endcase
        end
    end
endmodule
==> /design/flow/run.sh <==
#!/bin/bash
# OpenROAD 26Q1-2900-gdf79404cd8, Yosys 0.63+post, stock flow scripts
make -C /OpenROAD-flow-scripts/flow DESIGN_CONFIG=/design/flow/config.mk WORK_HOME=/design/flow/orfs finish
==> /design/flow/config.mk <==
export PLATFORM = sky130hd
export DESIGN_NAME = fir_1
export DESIGN_NICKNAME = fir_1
export VERILOG_FILES = /design/flow/design.v
export SDC_FILE = /design/flow/constraint.sdc
export NUM_CORES = 4
export LEC_CHECK = 1
export CORE_UTILIZATION = 50
==> /design/flow/constraint.sdc <==
current_design fir_1

set clk_period 17.9
set clk_io_pct 0.2

create_clock -name clk0 -period $clk_period [get_ports {clk}]

set non_clock_inputs [all_inputs -no_clocks]
set_input_delay [expr $clk_period * $clk_io_pct] -clock clk0 $non_clock_inputs
set_output_delay [expr $clk_period * $clk_io_pct] -clock clk0 [all_outputs]
==> PnR_summary.wiki <==
== Run summary ==
{| class="wikitable"
! Metric !! Value
|-
| Count of final setup violators || 0
|-
| Wire length reported by the detailed router || 126300 um
|-
| Synth area leaders || sky130_fd_sc_hd__fa_1 (25%), sky130_fd_sc_hd__ha_1 (21%), sky130_fd_sc_hd__dfrtp_1 (13%)
|-
| Number of DRC markers after the initial detailed-route iteration || 1974
|-
| Port-buffer cells || 35
|-
| Dominant register cell || sky130_fd_sc_hd__dfrtp_1
|-
| R2R setup slack || 7.46 ns
|-
| Via count of the first global-routing pass || 32975
|-
| Ports || 36
|-
| Clock latency at the later pin of the worst-skew pair || 0.57 ns
|-
| Portion of the post-synthesis area used by sequential elements || 0.1320
|-
| Total core area || 0.08837 mm^2
|-
| Highest Clock Rate || 0.07947 GHz
|-
| Antenna diodes || 0
|-
| Horizontal extent of the die || 300.6 um
|-
| TritonCTS Sinks || 235
|-
| Post-CTS Repair Setup Buffers || 0
|-
| Maximum number of pins on one net before global-route repair || 55
|-
| First-pass DRT Iterations || 6
|-
| Delay of the slowest cell on the worst path || 0.59 ns
|-
| Clock buffers created by TritonCTS || 26
|-
| Slowest library cell on the worst path || sky130_fd_sc_hd__fa_1
|-
| Crit Path Class || in -> reg
|-
| Number of max-slew violations in the final report || 0
|-
| Combinational Power Share || 0.795
|-
| Number of vias per cell || 5.474
|-
| Largest driver fanout on the critical path || 6
|-
| Unique cell types || 91
|-
| Clock transition time at the flip-flop clock pins of the worst setup and hold paths || 0.06 ns
|-
| Final std cells w/o fill || 6021
|-
| Net switching power || 0.002689 W
|-
| Yosys Chip Area || 0.04457 mm^2
|-
| Final period demand of the worst path || 12.58 ns
|-
| Result of the run || complete, no violations
|-
| Proportion of register bits with asynchronous set or reset after synthesis || 1.000
|-
| Chip Footprint || 0.09034 mm^2
|-
| Number of flops mapped to enable cells by yosys || 0
|-
| Die Span Y || 300.6 um
|-
| Post-synthesis instance area || 0.04457 mm^2
|-
| Number of warnings the tools reported || 43
|-
| Placed Cells incl. Taps || 5976
|-
| Max-cap violation count || 0
|-
| Syn_area_per_cell || 9.373 um^2
|-
| Cell count listed in synth_stat.txt || 4755
|-
| CTS tree || done
|-
| Number of instances resized during post-cts repair || 0
|-
| WP data required || 18.38 ns
|-
| Leak Pwr || 26.29 nW
|-
| Remaining global-route overflow || 0
|-
| Hold violation total from the final report || 0
|-
| DP HPWL || 110000 um
|-
| Share of the cycle needed by the critical path after routing || 0.7030
|-
| CTS hold repair buffers || 0
|-
| Routed wire length per instance || 20.98 um
|-
| Number of vias in the routed layout || 32958
|-
| Final weighted congestion of routability-driven global placement || 1.050
|-
| Pre-CTS WS || 4.846 ns
|-
| Deepest level of the CTS H-tree || 1
|-
| Max reg flops || 176
|-
| Most Frequent Cell on Critical Path || sky130_fd_sc_hd__fa_1
|-
| Antenna Violating Nets Remaining || 0
|-
| P per Cell Area || 112.0 mW/mm^2
|-
| Headroom to the max-slew limit || 0.4146
|-
| Tot GR Track Use || 0.3037
|-
| Area share, top type || 0.2511
|-
| Row Count || 109
|-
| Arrival time worst endpoint || 13.06 ns
|-
| Worst clock skew || 0.01319 ns
|-
| Total number of yosys warnings || 2
|-
| Finished Cell Area || 0.04768 mm^2
|-
| Layout cells sized above 1 || 0.07352
|-
| First-pass GRT wire length || 196300 um
|-
| Area after DPL || 0.04681 mm^2
|-
| Clock network fraction of design power || 0.105
|-
| Remaining DRCs || 0
|-
| Buffer cell driving the clock tree root || sky130_fd_sc_hd__clkbuf_16
|-
| Net switching share of the total power || 0.5036
|-
| Synthesized registers || 235
|-
| Max Buffers Root-to-Sink || 3
|-
| Worst-Margin Slew || 0.8752 ns
|-
| Crit path setup slack, layout || 5.316 ns
|-
| Sequential power share || 0.100
|-
| Antenna violations before repair || 0
|-
| Total negative setup slack || 0 ns
|-
| Critical Path Start Type || input pin
|-
| HP Class || reg -> reg
|-
| Worst setup EP type || register
|-
| Area leader, netlist || sky130_fd_sc_hd__fa_1
|-
| Final cell utilization of the core || 0.5395
|-
| Fill cells || 8018
|-
| Effective utilization at floorplan || 0.5043
|-
| Setup repair after global routing missed its margin || false
|-
| Mapped Cells || 4755
|-
| Area growth from synthesis to final layout || 6.982%
|-
| Largest vdd supply drop || 0.6462 mV
|-
| Internal power component || 0.002651 W
|}
==> cells by family after synthesis <==
logic type,Yosys count,share of synthesized area
adder cells (fa/ha/maj),1306,0.4607
buffers and inverters,1113,0.09399
AND-OR/OR-AND,915,0.1338
AND/OR/NAND/NOR,720,0.07701
XOR/XNOR,280,0.05584
flip-flops,235,0.1320
multiplexers,186,0.04669
==> worst paths after layout <==
| path | from | to | cells past startpoint |
|---|---|---|---|
| max | x[0] | acc[31]$_DFFE_PP0P_ | 39 |
| max reg2reg | shift_reg[3][0]$_DFFE_PP0P_ | acc[31]$_DFFE_PP0P_ | 41 |
| min in group asynchronous | reset_p | y[13]$_DFFE_PP0P_ | 2 |
| min | state[3]$_DFF_PP0_ | state[2]$_DFF_PP0_ | 1 |
| min reg2reg | state[3]$_DFF_PP0_ | state[2]$_DFF_PP0_ | 1 |
| max in group asynchronous | reset_p | shift_reg[10][4]$_DFFE_PP0P_ | 5 |
==> power by group through the flow <==
stage / combinational (W) / sequential, W / clock (W)
final: 0.00424 / 0.000536 / 0.000560
after global routing: 0.00462 / 0.000535 / 0.000591
after CTS: 0.00415 / 0.000536 / 0.000571
==> metrics by stage <==
stage          power (W)  hold slack [ns]
2_1_floorplan   0.003818           0.3519
3_3_place_gp    0.004639           0.4586
3_5_place_dp    0.004672           0.4627
4_1_cts         0.005260           0.4767
5_1_grt         0.005744           0.5067
6_report        0.005339           0.4732
==> cell type report <==
| cell class | instances | area [um^2] | area share |
|---|---|---|---|
| Inverter | 1048 | 3941 | 0.08266 |
| Tap cell | 1165 | 1458 | 0.03057 |
| Sequential cell | 235 | 5883 | 0.1234 |
| Clock inverter | 10 | 171.4 | 0.003595 |
| Clock buffer | 35 | 694.4 | 0.01456 |
| Timing Repair Buffer | 121 | 996.0 | 0.02089 |
| Multi-Input combinational cell | 3407 | 34540 | 0.7243 |
==> layout by cell type (no fill, tap or decap), types with 12 or more instances in the layout <==
cell type	instances
sky130_fd_sc_hd__nand2b_1	39
sky130_fd_sc_hd__mux2_2	175
sky130_fd_sc_hd__inv_1	1047
sky130_fd_sc_hd__dfrtp_1	233
sky130_fd_sc_hd__ha_1	745
sky130_fd_sc_hd__o22ai_1	19
sky130_fd_sc_hd__o21bai_1	34
sky130_fd_sc_hd__clkbuf_16	26
sky130_fd_sc_hd__nor2b_1	29
sky130_fd_sc_hd__and3_1	31
sky130_fd_sc_hd__nand3_1	55
sky130_fd_sc_hd__o21ai_1	26
sky130_fd_sc_hd__or3_1	27
sky130_fd_sc_hd__nor2_1	172
sky130_fd_sc_hd__xor2_1	102
sky130_fd_sc_hd__o21a_1	55
sky130_fd_sc_hd__nor3_1	53
sky130_fd_sc_hd__o31ai_1	12
sky130_fd_sc_hd__a211oi_1	37
sky130_fd_sc_hd__fa_1	559
sky130_fd_sc_hd__o21ai_0	163
sky130_fd_sc_hd__a31oi_1	30
sky130_fd_sc_hd__a21o_1	100
sky130_fd_sc_hd__xnor2_1	173
sky130_fd_sc_hd__clkdlybuf4s50_1	35
sky130_fd_sc_hd__or2_2	18
sky130_fd_sc_hd__buf_4	86
sky130_fd_sc_hd__and2_1	18
sky130_fd_sc_hd__a21oi_1	253
sky130_fd_sc_hd__nand4_1	15
sky130_fd_sc_hd__nand2_1	226
sky130_fd_sc_hd__o211ai_1	30
==> worst max-delay path, delay by kind of cell <==
family,cells,cell delay [ns]
compound gates,20,3.46
xor+xnor,3,1.08
fa+ha+maj,9,3.88
buf+inv,6,0.91
simple gates,1,0.13
==> routing by layer <==
layer | up-vias | track usage | routed length (um)
li1 | 15941 | - | -
met1 | 15960 | 0.4754 | 57430
met2 | 917 | 0.4435 | 55390
met3 | 138 | 0.07821 | 9701
met4 | 2 | 0.06611 | 3784
met5 | - | 0.003704 | 41
==> cell usage after synthesis (11+ instances only) <==
cell	instances
sky130_fd_sc_hd__inv_1	1048
sky130_fd_sc_hd__ha_1	745
sky130_fd_sc_hd__fa_1	559
sky130_fd_sc_hd__a21oi_1	254
sky130_fd_sc_hd__dfrtp_1	233
sky130_fd_sc_hd__nand2_1	226
sky130_fd_sc_hd__mux2_2	175
sky130_fd_sc_hd__xnor2_1	174
sky130_fd_sc_hd__nor2_1	172
sky130_fd_sc_hd__o21ai_0	163
sky130_fd_sc_hd__xor2_1	102
sky130_fd_sc_hd__a21o_1	100
sky130_fd_sc_hd__clkbuf_1	55
sky130_fd_sc_hd__nand3_1	55
sky130_fd_sc_hd__o21a_1	55
sky130_fd_sc_hd__nor3_1	53
sky130_fd_sc_hd__nand2b_1	39
sky130_fd_sc_hd__a211oi_1	37
sky130_fd_sc_hd__o21bai_1	34
sky130_fd_sc_hd__and3_1	31
sky130_fd_sc_hd__a31oi_1	30
sky130_fd_sc_hd__o211ai_1	30
sky130_fd_sc_hd__nor2b_1	29
sky130_fd_sc_hd__or3_1	27
sky130_fd_sc_hd__o21ai_1	26
sky130_fd_sc_hd__o22ai_1	19
sky130_fd_sc_hd__and2_1	18
sky130_fd_sc_hd__or2_2	18
sky130_fd_sc_hd__nand4_1	15
sky130_fd_sc_hd__o31ai_1	12
sky130_fd_sc_hd__a211o_1	11
sky130_fd_sc_hd__mux2i_1	11
No activity file was given, so power comes from the tool's default toggle rates.
