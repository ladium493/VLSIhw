<file path="design/flow/constraint.sdc">
current_design fourbit_tiny_processor_32

set clk_period 2.2
set clk_io_pct 0.2

create_clock -name clk0 -period $clk_period [get_ports {clock}]

set non_clock_inputs [all_inputs -no_clocks]
set_input_delay [expr $clk_period * $clk_io_pct] -clock clk0 $non_clock_inputs
set_output_delay [expr $clk_period * $clk_io_pct] -clock clk0 [all_outputs]
</file>
<file path="design/flow/config.mk">
export PLATFORM = sky130hd
export DESIGN_NAME = fourbit_tiny_processor_32
export DESIGN_NICKNAME = fourbit_tiny_processor_32
export VERILOG_FILES = /design/flow/design.v
export SDC_FILE = /design/flow/constraint.sdc
export NUM_CORES = 4
export LEC_CHECK = 1
export CORE_UTILIZATION = 50
</file>
<file path="design/flow/design.v">
module fourbit_tiny_processor_32(
    input clock,
    input reset_p,
    input [4:0]gpio_in,
    output [4:0]gpio_out
    );
    reg [2:0]state;
    reg [4:0]PC;
    reg [3:0]INST;
    reg [4:0]IMM;
    reg [3:0]wr_en;
    reg jump_en;
    reg [1:0]sel_idx;
    reg [4:0]sel_val;
    reg [4:0]REGA, REGB;
    reg [4:0]add_result;
    reg CF;
    reg [4:0]gpio_out;
    wire [5:0]tmp_add_result;
    always@( posedge clock or posedge reset_p)begin
        if( reset_p == 1'b1)begin
            state <= 3'b000;
            PC <= 5'b0;
            INST <= 4'b0;
            IMM <= 5'b0;
            wr_en <= 4'b0;
            jump_en <= 1'b0;
            sel_idx <= 2'b0;
            sel_val <= 5'b0;
            REGA <= 5'b0;
            REGB <= 5'b0;
            add_result <= 5'b0;
            CF <= 1'b0;
            gpio_out <= 5'b0;
        end else begin
            case( state)
            3'b000:begin  
                state <= 3'b001;
                {INST, IMM} <= ROM( PC);                
            end
            3'b001:begin  
                state <= 3'b010;
                {wr_en, jump_en, sel_idx} <= INST_DEC( INST, CF);
            end
            3'b010:begin  
                state <= 3'b011;
                sel_val <= sel_idx == 2'b00 ? REGA :
                                    sel_idx == 2'b01 ? REGB :
                                    sel_idx == 2'b10 ? gpio_in :
                                    5'b00000;
            end
            3'b011:begin  
                state <= 3'b100;
                add_result <= tmp_add_result[4:0];
                CF <= tmp_add_result[5];
            end
            3'b100:begin  
                state <= 3'b000;
                if( wr_en[0] == 1'b1) REGA <= add_result;
                if( wr_en[1] == 1'b1) REGB <= add_result;
                if( wr_en[2] == 1'b1) gpio_out <= add_result;
                if( jump_en == 1'b1)
                    PC <= add_result;
                else
                    PC <= PC + 1'b1;
            end
            default:begin
                state <= 3'b000;
            end
            endcase
        end
    end
    function [8:0]ROM( input [4:0]address);
    begin
        case( address)
        5'b00000: ROM = 9'b1000_00001;
        5'b00001: ROM = 9'b1000_00010;
        5'b00010: ROM = 9'b1000_00100;
        5'b00011: ROM = 9'b1000_01000;
        5'b00100: ROM = 9'b1000_10000;
        5'b00101: ROM = 9'b1000_01000;
        5'b00110: ROM = 9'b1000_00100;
        5'b00111: ROM = 9'b1000_00010;
        5'b01000: ROM = 9'b1010_00001;
        default: ROM = 9'b0000_00000;
        endcase
    end
    endfunction
    function [6:0]INST_DEC( input [3:0]inst, input CF);
    begin
        casex( {inst, CF})
        5'b0000_x: INST_DEC = 7'b1001_0_11;
        5'b0001_x: INST_DEC = 7'b1010_0_11;
        5'b0010_x: INST_DEC = 7'b1001_0_01;
        5'b0011_x: INST_DEC = 7'b1010_0_00;
        5'b0100_x: INST_DEC = 7'b1001_0_00;
        5'b0101_x: INST_DEC = 7'b1010_0_01;
        5'b0110_x: INST_DEC = 7'b1001_0_10;
        5'b0111_x: INST_DEC = 7'b1010_0_10;
        5'b1000_x: INST_DEC = 7'b1100_0_11;
        5'b1001_x: INST_DEC = 7'b1100_0_01;
        5'b1010_x: INST_DEC = 7'b1000_1_11;
        5'b1011_0: INST_DEC = 7'b1000_1_11;
        5'b1011_1: INST_DEC = 7'b1000_0_11;
        default:   INST_DEC = 7'b0000_0_00;
        endcase
    end
    endfunction
    assign tmp_add_result = sel_val + IMM;
endmodule
</file>
<file path="design/flow/run.sh">
#!/bin/bash
# OpenROAD 26Q1-2900-gdf79404cd8, Yosys 0.63+post, stock flow scripts
make -C /OpenROAD-flow-scripts/flow DESIGN_CONFIG=/design/flow/config.mk WORK_HOME=/design/flow/orfs finish
</file>
==> impl_metrics.toml <==
# synthesis and place-and-route metrics
[detailed_routing]
antenna_cells = 0
num_vias = 1231
drc_errors = 0
viasPerCell = 5.399
drtAntennaViolNets = 0
wirelength_um = 3539
drt_iter0_markers = 41
first_pass_iters = 4
detail_route.wl_per_cell_um = 15.52

[power]
powerDensity_mw_per_mm2 = 603.8
power.static_leakage_nw = 1.031
peakVddDrop_uv = 429.3

[logic_synthesis]
top_cells_by_area = "dfrtp_1 53%, mux2_2 6.9%, ha_1 5.1%"
most_common_cell = "dfrtp_1"
ys_async_sr_fraction_pct = 100.0
avgSynthCellArea_um2 = 11.71
top_cells_by_count = "41 x dfrtp_1, 13 x inv_1, 12 x a21oi_1, 12 x mux2_2"
synth_cells = 166
ys_seq_share_pct = 55.47
ys_warn_count = 1
top_cell_area_share_pct = 52.77
top_area_cell = "dfrtp_1"
synthFlopType = "dfrtp_1"
netlist_area_mm2 = 0.001944
ys_ff = 43
edf_count = 0
yosys_cells = 166
yosysUniqueCellTypes = 39
yosys_area_mm2 = 0.001944

[sta]
worst_slew_pin_slew_ns = 0.5330
slew_headroom_pct = 64.46
finalWorstPathRequiredPeriod_ns = 1.664
hold_viol_final = 0
drv_slew = 0
period_used_pct = 75.62
fin_setup_tns_ns = 0
rsz0062_at_grt = "no"
setup_viol = 0
clock_skew_ns = 0.003308
fmax_mhz = 601.1

[worst_setup_path]
cp-startpoint = "IMM[0]$_DFFE_PP0P_"
crit_chain = "ha_1 -> inv_1 -> fa_1 -> nor2b_1 -> o21ai_0 -> a311o_1"
critPathBufInv = 1
critPathTopFamily = "adder cells"
ff2ff_path_depth = 6
r2r_slack_ns = 0.54
worst_ep_required_time_ns = 2.38
critPathKind = "flop to flop"
cp-end-kind = "flop"
crit_slowest_cell = "fa_1"
arrival_ns = 1.84
r2r-start = "IMM[0]$_DFFE_PP0P_"
start_kind = "flop"
slowest_delay_ns = 0.39
critical_path.endpoint = "add_result[4]$_DFFE_PP0P_"
crit_fanout = 2
cp_num_cells = 6
reg2reg_to = "add_result[4]$_DFFE_PP0P_"

[die]
floorplanUtilization_pct = 52.71
fp-row-count = 22
core_mm2 = 0.003689
die_w_um = 64.36
die_area_mm2 = 0.004142
die_h_um = 64.36
io_pins = 12

[min_path]
hp-class = "flop to flop"

[global_route]
antenna_found_initial = 0
track_usage_pct = 20.43
gr-total-overflow = 0
grt_pass1_wl_um = 6106
grt_max_degree = 44
grt_pass1_vias = 1296

[finish]
fin_cells = 228
fillers = 312
drive_above_1_share_pct = 14.44
area_delta_synth_final_pct = 12.42

[cts]
cts.sinks = 43
clk_pin_slew_ns = 0.07
ctsResizeCount = 0
holdBufCountCts = 0
cts_buffer_depth = 2
numCtsBuffers = 5
cts-root-buf = "clkbuf_8"
cts_tree = "done"
h-tree-depth = 2
post_cts_buffers = 0
clk_latency_ns = 0.29

[run_status]
status = "finished clean"

[flow_run]
drv_cap = 0
tool_warnings = 28

[placed_design]
dp_hpwl_um = 2523
gp_congestion = 0.8389
portBuffers = 11
place_inst = 220
per-layer routing:
layer / vias to the layer above / global-route usage (%) / routed length [µm]
met5: - / 0 / 0
met4: 0 / 3.056 / 61
met3: 8 / 3.261 / 89
met2: 15 / 31.32 / 1611
met1: 596 / 33.38 / 1777
li1: 612 / - / -
flip-flops by register name, summed over array words and instances (netlist names), named ones only:
register	flops
gpio_out	5
PC	5
sel_idx	1
sel_val	5
IMM	5
INST	2
jump_en	1
REGA	5
wr_en	2
add_result	5
state	5
final cells by class:
class / instances / area (µm²) / share of cell area (%)
tap: 48 / 60.06 / 2.748
multi-input combinational: 104 / 789.5 / 36.12
inverter: 13 / 48.80 / 2.232
clock buffer: 7 / 86.33 / 3.950
sequential: 43 / 1079 / 49.34
clock inverter: 1 / 5.005 / 0.2290
timing repair buffer: 12 / 117.6 / 5.381
kinds of logic after synthesis:
kind of cell / Yosys count / synth area share [%]
DFF: 43 / 55.47
AOI/OAI and AO/OA: 41 / 14.29
and+or+nand+nor: 35 / 9.717
buffers and inverters: 19 / 3.925
muxes: 17 / 9.524
adders and majority gates: 9 / 6.178
xor gates and xnor gates: 2 / 0.9011
how the worst min path moves through the flow:
stage | start | endpoint | slack (ns) | cells after the start
5_1_grt | state[0]$_DFF_PP1_ | state[3]$_DFF_PP0_ | 0.44 | 0
4_1_cts | state[0]$_DFF_PP1_ | state[3]$_DFF_PP0_ | 0.43 | 0
6_report | state[0]$_DFF_PP1_ | state[3]$_DFF_PP0_ | 0.42 | 0
through the flow:
step	instance area (µm²)	util (%)	total power, mW	worst slack, ns	hold slack, ns
final	2186	59.26	1.320	0.5365	0.4237
after global routing	2186	59.26	1.373	0.4032	0.4394
after CTS	2186	59.26	1.339	0.5377	0.4264
after detailed placement	2095	56.78	0.8332	0.5650	0.4158
after global placement	2095	56.78	0.8331	0.5981	0.4156
after floorplan	1944	-	0.8170	0.6500	0.3487
report_power, final:
group,internal (mW),leakage [nW],switching [mW]
combinational,0.0105,0.415,0.0163
clock,0.253,0.0482,0.250
sequential,0.790,0.568,0
total,1.05,1.03,0.266
placed cells by master, fill, tap and decap left out, drive strengths merged, types with 6 or more instances in the layout:
cell type      netlist  routed
dfrtp               41      41
ha                   8       8
clkdlybuf4s50        0      11
a21oi               12      12
nor2                 8       8
inv                 13      13
nand2                6       6
nor2b                6       6
mux2                12      12
o21ai                6       6
clkbuf               1       7
worst register-to-register path, delay by kind of cell, from the launching register on:
family / cells / cell delay (ns)
AND/OR/NAND/NOR: 1 / 0.16
adder cells (fa/ha/maj): 2 / 0.56
AND-OR/OR-AND: 2 / 0.41
flip-flops: 1 / 0.36
buffers and inverters: 1 / 0.05
Power figures rest on the tool's default switching activity, not on a simulated workload.
