==> flow/design.v <==
module fourbit_tiny_processor_sub(
    input clock,
    input reset_p,
    input [3:0]gpio_in,
    output [3:0]gpio_out
    );
    reg [2:0]state;
    reg [3:0]PC;
    reg [3:0]INST;
    reg signed [3:0]IMM;
    reg [3:0]wr_en;
    reg jump_en;
    reg [1:0]sel_idx;
    reg [3:0]sel_val;
    reg [3:0]REGA, REGB;
    reg [3:0]add_result;
    reg CF;
    reg dec_flag;
    reg [3:0]gpio_out;
    reg [4:0]tmp_add_result;
    always@( posedge clock or posedge reset_p)begin
        if( reset_p == 1'b1)begin
            state <= 3'b000;
            PC <= 4'b0;
            INST <= 4'b0;
            IMM <= 4'b0;
            wr_en <= 4'b0;
            jump_en <= 1'b0;
            sel_idx <= 2'b0;
            sel_val <= 4'b0;
            REGA <= 4'b0;
            REGB <= 4'b0;
            add_result <= 4'b0;
            CF <= 1'b0;
            gpio_out <= 4'b0;
            tmp_add_result <=5'b0;
        end else begin
            case( state)
            3'b000:begin  
                state <= 3'b001;
                {INST, IMM} <= ROM( PC);                
            end
            3'b001:begin  
                state <= 3'b010;
                {wr_en, jump_en, sel_idx, dec_flag} <= INST_DEC( INST, CF);
            end
            3'b010:begin  
                state <= 3'b011;
                sel_val <= sel_idx == 2'b00 ? REGA :
                                    sel_idx == 2'b01 ? REGB :
                                    sel_idx == 2'b10 ? gpio_in :
                                    4'b0000;
            end
            3'b011:begin  
                state <= 3'b100;
                case(dec_flag)
                1'b0:tmp_add_result = sel_val + IMM;
                1'b1:tmp_add_result = sel_val - IMM;
                endcase
                add_result <= tmp_add_result[3:0];
                CF <= tmp_add_result[4];
            end
            3'b100:begin  
                state <= 3'b000;
                if( wr_en[0] == 1'b1) REGA <= add_result;
                if( wr_en[1] == 1'b1) REGB <= add_result;
                if( wr_en[2] == 1'b1) gpio_out <= add_result;
                if( jump_en == 1'b1)
                    PC <= add_result;
                else
                    PC <= PC + 1'b1;
            end
            default:begin
                state <= 3'b000;
            end
            endcase
        end
    end
    function [7:0]ROM( input [3:0]address);
    begin
        case( address)
        4'b0000: ROM = 8'h19;  
        4'b0001: ROM = 8'hF2;  
        4'b0010: ROM = 8'h90;  
        4'b0011: ROM = 8'h00; 
        4'b0100: ROM = 8'h00;
        4'b0101: ROM = 8'h00;
        4'b0110: ROM = 8'h00;
        4'b0111: ROM = 8'h00;
        4'b1000: ROM = 8'h00;
        4'b1001: ROM = 8'h00;
        4'b1010: ROM = 8'h00;
        4'b1011: ROM = 8'h00;
        4'b1100: ROM = 8'h00;
        4'b1101: ROM = 8'h00;
        4'b1110: ROM = 8'h00;
        4'b1111: ROM = 8'h00;
        endcase
    end
    endfunction
    function [7:0]INST_DEC( input [3:0]inst, input CF);
    begin
        casex( {inst, CF})
        5'b0000_x: INST_DEC = 8'b1001_0_11_0;
        5'b0001_x: INST_DEC = 8'b1010_0_11_0;
        5'b0010_x: INST_DEC = 8'b1001_0_01_0;
        5'b0011_x: INST_DEC = 8'b1010_0_00_0;
        5'b0100_x: INST_DEC = 8'b1001_0_00_0;
        5'b0101_x: INST_DEC = 8'b1010_0_01_0;
        5'b0110_x: INST_DEC = 8'b1001_0_10_0;
        5'b0111_x: INST_DEC = 8'b1010_0_10_0;
        5'b1000_x: INST_DEC = 8'b1100_0_11_0;
        5'b1001_x: INST_DEC = 8'b1100_0_01_0;
        5'b1010_x: INST_DEC = 8'b1000_1_11_0;
        5'b1011_0: INST_DEC = 8'b1000_1_11_0;
        5'b1011_1: INST_DEC = 8'b1000_0_11_0;
        5'b1111_x: INST_DEC = 8'b1010_0_01_1;  
        default:   INST_DEC = 8'b0000_0_00_0;
        endcase
    end
    endfunction
endmodule
==> flow/run.sh <==
#!/bin/bash
# OpenROAD 26Q1-2900-gdf79404cd8, Yosys 0.63+post, stock flow scripts
make -C /OpenROAD-flow-scripts/flow DESIGN_CONFIG=/design/flow/config.mk WORK_HOME=/design/flow/orfs finish
==> flow/config.mk <==
export PLATFORM = sky130hd
export DESIGN_NAME = fourbit_tiny_processor_sub
export DESIGN_NICKNAME = fourbit_tiny_processor_sub
export VERILOG_FILES = /design/flow/design.v
export SDC_FILE = /design/flow/constraint.sdc
export NUM_CORES = 4
export LEC_CHECK = 1
export CORE_UTILIZATION = 40
==> flow/constraint.sdc <==
current_design fourbit_tiny_processor_sub

set clk_period 2.7
set clk_io_pct 0.2

create_clock -name clk0 -period $clk_period [get_ports {clock}]

set non_clock_inputs [all_inputs -no_clocks]
set_input_delay [expr $clk_period * $clk_io_pct] -clock clk0 $non_clock_inputs
set_output_delay [expr $clk_period * $clk_io_pct] -clock clk0 [all_outputs]
==> metrics.csv <==
metric;value;unit
fin_cells;225;
numPortBuffers;9;
synth.distinct_cells;28;
ys_cells;157;
ys_warn_count;1;
place.gp.congestion;0.8534;
worst_pin_slew;0.4934;ns
place_ws;0.6786;ns
cts.sinks;41;
first_iter_violations;50;
htreeDepth;2;
finalWorstSetupSlack;0.6558;ns
synth-seq-cells;41;
drtPass1Iterations;4;
post_cts_buffers;0;
rsz0062_at_grt;no;
dp.cells;217;
ff_latch_area;1033;µm²
largest_area_cell;dfrtp_1;
slowest_delay;0.40;ns
worstPathCellList;inv_1 > ha_1 > or2_2 > ha_1 > nor2b_4 > a221oi_2 > xnor2_1 > a21oi_1;
ir_drop;0.0003072;V
cts_tree;built;
powerDensity;525.7;nW/µm²
io_pins;10;
grt_pass1_wl;5.713;mm
drc;0;
antenna_found_initial;0;
ff_type;dfrtp_1;
clk_latency;0.29;ns
antenna_left;0;
log.warning_count;28;
numCtsBuffers;5;
edf_count;1;
report.final.slew_viol_count;0;
syn2layout_area_growth;14.45;%
netlist.area_leader.share;51.32;%
grtUsageTotal;15.59;%
clkTransAtPathRegs;0.08;ns
slowest_stage;dfrtp_1;
cts_buffer_depth;2;
netlist_top_cells_area;dfrtp_1, mux2_2, ha_1, inv_1, dfstp_2;
crit_fanout;5;
avgSynthCellArea;11.80;µm²
slew_headroom;67.11;%
cap_violations;0;
layout_min_cycle_time;2.044;ns
p_leak;0.9639;nW
timing.final.hold_violations;0;
utilization;48.04;%
insertedDiodeCount;0;
dp.final_hpwl;2.336;mm
clock.fmax;489.2;MHz
grt_overflow;0;
viasPerCell;5.160;
tns;0;ns
finalCritPeriodShare;75.71;%
num_vias;1161;
synthArstFlopShare;97.56;%
end_kind;flip-flop;
syn-instance-count;157;
dieHeight;70.06;µm
yosys-stat-area;1853;µm²
root_buffer;clkbuf_8;
die_area;4908;µm²
rows;24;
cts_resized;0;
hold_buffers;0;
grt_max_degree;25;
ys_seq_share;55.77;%
worstPathRequired;2.86;ns
comb_area;745.7;µm²
drt-wirelength-per-cell;14.63;µm
drive_above_1_share;20.23;%
synth_area;1853;µm²
fp-utilization;41.98;%
cpMostUsedCell;ha_1;
routed_wl;3.292;mm
crit_buf_inv;1;
grt_pass1_vias;1180;
setup_viol;0;
crit_type;reg -> reg;
critPathLaunchType;flip-flop;
nFillCells;397;
arrival;2.21;ns
status;finished clean;
clock_skew;0.006808;ns
hold_path.class;reg -> reg;
cp_top_family;adder cells;
core;4414;µm²
fp.dieW;70.06;µm
[cells in the final DEF (no fill, tap or decap), drive strengths merged, types with 5 or more instances in the layout]
master         Yosys  layout
o21ai             10      10
nor2               8       8
a21oi              6       6
ha                 9       9
dfrtp             38      38
nor2b              5       5
inv               16      16
nand2             11      11
nand3              5       5
clkbuf             1       6
clkdlybuf4s50      0       9
mux2              20      20
[area by class of cell]
cell class / count / area share, %
Multi-Input combinational cell: 97 / 35.16
Clock buffer: 6 / 3.422
Tap cell: 52 / 3.068
Timing Repair Buffer: 11 / 4.956
Clock inverter: 2 / 1.829
Inverter: 16 / 2.832
Sequential cell: 41 / 48.73
[metrics by stage]
step           instance area (µm²)  hold WS (ns)  total power, mW
2_1_floorplan                 1853        0.3975           0.6364
3_3_place_gp                  2009        0.4510           0.6492
3_5_place_dp                  2009        0.4468           0.6492
4_1_cts                       2121        0.4586            1.138
5_1_grt                       2121        0.4717            1.159
6_report                      2121        0.4556            1.115
[final timing paths]
path,from,end,slack (ns),cells after the start
setup / recovery,INST[2]$_DFFE_PP0P_,add_result[3]$_DFFE_PP0P_,0.66,8
hold / removal,state[0]$_DFF_PP1_,state[3]$_DFF_PP0_,0.46,0
setup reg to reg,INST[2]$_DFFE_PP0P_,add_result[3]$_DFFE_PP0P_,0.66,8
hold reg to reg,state[0]$_DFF_PP1_,state[3]$_DFF_PP0_,0.46,0
max in group asynchronous,reset_p,state[0]$_DFF_PP1_,1.77,3
min in group asynchronous,reset_p,gpio_out[0]$_DFFE_PP0P_,0.61,3
[registers in the layout, summed over array words and instances (netlist names), 3 cells and up]
signal	cells
state	5
PC	4
REGA	4
REGB	4
add_result	4
gpio_out	4
sel_val	4
INST	3
sel_idx	3
wr_en	3
[where the power goes]
part / internal, mW / switching (mW)
Combinational: 0.00836 / 0.0121
Sequential: 0.615 / 0
Clock: 0.277 / 0.202
[per-layer routing]
metal	global-route usage (%)	up-vias	routed length, µm
met5	0	-	0
met4	2.444	0	65
met3	4.380	8	158
met2	22.22	19	1423
met1	25.45	567	1645
li1	-	567	-
[kinds of logic (layout without fill, tap and decap cells)]
family,count (synthesis),after routing,share of synthesized area [%]
AND-OR/OR-AND,27,27,8.980
multiplexers,23,23,13.77
buffers and inverters,19,35,3.984
adder cells (fa/ha/maj),10,10,7.157
AND/OR/NAND/NOR,34,34,8.912
flip-flops,41,41,55.77
XOR/XNOR,3,3,1.418
[synthesized netlist by cell type (2+ instances only)]
library cell / instances
dfrtp_1: 38
dfstp_2: 2
inv_1: 16
and3_1: 2
nand2_1: 11
xnor2_1: 3
o21ai_0: 10
o22ai_1: 3
buf_2: 2
nor2_1: 8
mux2i_1: 3
a22oi_1: 3
a31oi_1: 2
a21oi_1: 6
nand3_1: 5
nor2b_1: 4
ha_1: 9
mux2_2: 20
No activity file was given, so power comes from the tool's default toggle rates.
